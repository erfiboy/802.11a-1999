==> flow/design.v <==
`timescale 1ns / 1ps
module convencoder_control(
    input Clk,
    input Reset,
    input En,
	 input Data,
    output kout
    );
	 wire encoded_data;
	 reg start_endcode ;
	 reg [5:0] Signal_length;
	 reg [3:0] Preamble_detection;
	 reg [8:0] Data_lenght;
	 wire enable;
	 Encoder conv (
    .Data(Data), 
    .Clk(Clk), 
    .Reset(Reset), 
    .EN(start_endcode), 
    .Out(encoded_data));
	 always@ (posedge Clk)begin
		if (Reset || ~En)begin 
			start_endcode <= 1'b0;
			Preamble_detection <= 4'b0;
			Signal_length <= 6'b0;
		   Data_lenght <= 9'b0;
		end
		else if (Preamble_detection < 4'd12 && Preamble_detection != 12 )begin
			if (Data)begin
				Preamble_detection <= Preamble_detection + 1'b1;
			end
			else begin
				Preamble_detection <= 4'b0;
				end
		end
		else if (Signal_length < 5'd24) begin
			Signal_length <=  Signal_length + 1'b1;
		end	
		else if(Data_lenght < 96 ) begin
			start_endcode <=1;
			Data_lenght <= Data_lenght + 1'b1;
		end
		else
			start_endcode <=0;
	 end
	 assign enable = (Signal_length == 24)? 1'b1: 1'b0;
	 assign kout = (Reset || ~En)? 1'b0 :
						(Preamble_detection < 4'd12)?((Data)?1'b1:1'b0):
						(Signal_length < 5'd24)? Data:
						(Data_lenght < 96)?encoded_data:1'b0;
endmodule
`timescale 1ns / 1ps
module control_interleaver(
    input Clk,
    input Reset,
    input En,
	 input Data,
    output reg Out
    );
	 wire interleaved_data ;
	 reg start_Interleaver ;
	 reg [5:0] Signal_length;
	 reg [3:0] Preamble_detection;
	 reg [8:0] Data_lenght;
	 reg [8:0] counter;
	 wire enable;
	 reg [35:0] shiftreg; 
	 wire [11:0] size;
	 assign size = 96;
	 reg [5:0] out_index;
	interleaver interleaver (
    .Clk(Clk), 
    .Data(Data), 
    .Reset(Reset), 
    .EN(start_Interleaver), 
    .Size(Size), 
    .Out(interleaved_data)
    );
	 always@ (posedge Clk)begin
		if (Reset || ~En)begin 
			start_Interleaver <= 1'b0;
			Preamble_detection <= 4'b0;
			Signal_length <= 6'b0;
		   Data_lenght <= 9'b0;
			counter <= 9'b0;
			shiftreg <= 36'b0;
			Out <= 1'b0;
			out_index <= 6'b0;
		end
		else if (Preamble_detection < 4'd12 )begin
			if (Data)begin
				Preamble_detection <= Preamble_detection + 1'b1;
				Out <= 1'b0;
				shiftreg[Preamble_detection] <= 1'b1;
			end
			else begin
				Preamble_detection <= 4'b0;
				Out <= 1'b0;
				shiftreg[Preamble_detection] <= 1'b0;
				end
		end
		else if (Signal_length < 5'd24) begin
			Signal_length <=  Signal_length + 1'b1;
			shiftreg[Preamble_detection + Signal_length] <= Data;
			if (Signal_length > 5'd1)begin
				Out <= shiftreg[out_index];
				out_index <= out_index + 1'b1;
			end
		end	
		else if (Data_lenght < 9'd96 && counter < 14)begin
			counter <= counter + 1'b1;
			start_Interleaver <=1;
			Out <= shiftreg[out_index];
			out_index <= out_index + 1'b1;
		end
		else if(Data_lenght < 9'd96 && counter < 192 ) begin
			Out <= interleaved_data ;
			start_Interleaver <=1;
			Data_lenght <= Data_lenght + 1'b1;
		end
		else
			Out <= 1'b0;
	 end
	 assign enable = (Signal_length == 24)? 1'b1: 1'b0;
endmodule
`timescale 1ns / 1ps
module Scrambler(
    input wire Clk,
    input wire Reset,
	 input wire En,
    input MAC_Data,
    output wire Scrambled_data
    );
	 reg [6:0] seed;              
	 wire Xored_seed = seed[3] ^ seed [6];
	 assign Scrambled_data = Xored_seed ^ MAC_Data;	
	 always@ (posedge Clk)begin
		if (Reset || ~En) begin
			seed <= 7'b1111111; 			 
		end
		else if (En)begin
			seed <= {seed[5:0] , Xored_seed};
		end
	 end
endmodule
`timescale 1ns / 1ps
module Scrambler_control(
    input wire Clk,
    input wire MAC_Data,
    input wire Reset,
	 input wire En,
    output reg Out
    );
	 wire Scrambled_data;
	 reg start_scramble ;
	 reg [6:0] Preamble_signal_length;
	 reg [11:0] FIFO;
	 Scrambler scrambler (
    .Clk(Clk), 
    .Reset(Reset), 
    .En(start_scramble), 
    .MAC_Data(FIFO[0]), 
    .Scrambled_data(Scrambled_data)
    );
	 always@(posedge Clk) begin
		 if (~En || Reset ) begin
			Out <= 1'b0;	 
			Preamble_signal_length <= 7'b0;
			start_scramble <= 1'b0;
			FIFO <= 12'b0; 
		 end
		 else if ( Preamble_signal_length < 7'd12 )begin
			Out <= 1'b1;
			FIFO[Preamble_signal_length] <= MAC_Data;
			Preamble_signal_length <= Preamble_signal_length + 1'b1;
		 end
		 else if ( Preamble_signal_length < 7'd36 ) begin
			Out <= FIFO[0];
			FIFO <= {MAC_Data,FIFO[11:1]};
			Preamble_signal_length <= Preamble_signal_length + 1'b1; 
		 end
		 else if ( Preamble_signal_length < 7'd84 ) begin
			start_scramble <= 1'b1;	 
			Out <= Scrambled_data;
			FIFO <={MAC_Data,FIFO[11:1]};
			Preamble_signal_length <= Preamble_signal_length + 1'b1; 
		 end 
		 else begin 
			Out <= 1'b0;
			FIFO <= 12'b0;	 
		 end
	 end
endmodule
`timescale 1ns / 1ps
module interleaver(
	 input wire Clk,
	 input wire Data,
	 input wire Reset,
	 input wire EN,
	 input wire [11:0] Size,
	 output wire Out
	 );
	 parameter Ncbps = 48;
	 parameter Nbpsc = 1;
	 parameter coding_rate = 1/2;
	 parameter OFDM_symbol = 1/2;
	 reg [96:1] in_data;			 
	 wire [2:0] sym_size;		 
	 wire [8:0] index;			 
	 reg [7:0] counter;			 
	 reg [6:0] indexes_i_j [47:0];	 
	 reg [6:0] index_out;		 
	 wire [1:0] s;					 
	 reg [6:0]temp_k;				 
	 reg [6:0]temp_x;				 
	 reg [6:0]temp_i;				 
	 integer j;
	 assign s = (Nbpsc/2 > 1)?Nbpsc/2:1;     
	 assign sym_size = (counter < 95)? 2'd0:   
							 (counter < 143)? 2'd1:
							 (counter < 191)? 2'd2:2'd3;
	 always@ (posedge Clk) begin
		if (~EN || Reset)begin															 
			in_data <= 96'b0;
			counter <= 8'b0;
			index_out <= 7'b0;
			temp_k <= 7'b0;
		end
		else if(counter < 192) begin			 
			in_data[counter+1] <= Data;													 
			if(counter >= 47)
				index_out <= index_out + 1'b1;  
			else
				temp_k <= temp_k + 1'b1;  													  
			counter <= counter + 1'b1;
		end	
		else
			counter <= 8'd200; 																 
	 end  
	 assign index = indexes_i_j[index_out-48*sym_size] + 48*sym_size +1; 	 
	 assign Out = (counter < 40) ? 1'b0:												 
					  (counter < 143)? in_data[index] : 1'b0;
	 always@(temp_k,s) begin
		if (~EN || Reset)begin
			for (j=0;j<48;j=j+1) begin
				indexes_i_j[j] = 7'b0;
			end
			temp_i = (Ncbps>>4)*(temp_k[3:0])+(temp_k>>4); 					 
			temp_x = (s == 1)? 1'b0:(temp_i+Ncbps-((86*Ncbps)/256));     
			indexes_i_j[temp_k] = s*(temp_i>>(s-1))+temp_x; 				 
		end
		else begin
			temp_i = (Ncbps>>4)*(temp_k[3:0])+(temp_k>>4);               
			temp_x = (s == 1)? 1'b0:(temp_i+Ncbps-((86*Ncbps)/256));     
			indexes_i_j[temp_k] = s*(temp_i>>(s-1))+temp_x;					 
		end
	end 
endmodule
`timescale 1ns / 1ps
module Encoder(
    input wire Data,
    input wire Clk,
    input wire Reset,
	 input wire EN,
    output wire Out
    );
	 parameter datalen = 48;
	 parameter indexsize = $clog2(2*datalen); 
	 parameter FIFOsize =100;
	 reg [FIFOsize:1] FIFO,NextFIFO;  
	 reg [6:1] shift;
	 reg [indexsize:1] in_index;
    always@ (Data , FIFO , shift , in_index)begin	
			NextFIFO = FIFO >> 1;
			NextFIFO[in_index] = (Data ^ shift[1] ^ shift[2] ^ shift[4] ^ shift[5 ]);
			NextFIFO[in_index+1] = (Data ^ shift[1] ^ shift[4] ^ shift[5] ^ shift[6]);
	 end
	 always@ (posedge Clk)begin
		if(Reset == 1'b1 || ~EN)begin
			shift <= 6'b0;  
			FIFO <= {FIFOsize{1'b0}};
			in_index <= {indexsize{1'b0}};
		end
		else begin
			FIFO <= NextFIFO;
			in_index <= in_index + 1'b1;
			shift <= {Data,shift[6:2]};
		end
	 end
	 assign Out = FIFO[1];
endmodule
`timescale 1ns / 1ps
module transmiter(
    input wire Clk,
    input wire Data,
    input wire Reset,
    input wire En,
    output reg Out
    );
	 wire Out_scrambler;
	 wire Out_convendcoder;
	 wire Out_interleaver;
	 reg [9:0] counter;
	 Scrambler_control Scrambler (
    .Clk(Clk), 
    .MAC_Data(Data), 
    .Reset(Reset), 
    .En(En), 
    .Out(Out_scrambler)
    );
	 convencoder_control convendcoder (
    .Clk(Clk), 
    .Reset(Reset), 
    .En(En), 
    .Data(Out_scrambler), 
    .kout(Out_convendcoder)
    );
	 control_interleaver interleaved (
    .Clk(Clk), 
    .Reset(Reset), 
    .En(En), 
    .Data(Out_convendcoder), 
    .Out(Out_interleaver)
    );
	always@ (posedge Clk)begin
		if(~En || Reset) begin
			Out <= 1'b0;
			counter <= 10'b0;
		end
		else
			Out <= Out_interleaver;
	end
endmodule
==> flow/run.sh <==
#!/bin/bash
# OpenROAD 26Q1-2900-gdf79404cd8, Yosys 0.63+post, stock flow scripts
make -C /OpenROAD-flow-scripts/flow DESIGN_CONFIG=/design/flow/config.mk WORK_HOME=/design/flow/orfs finish
==> flow/config.mk <==
export PLATFORM = sky130hd
export DESIGN_NAME = transmiter
export DESIGN_NICKNAME = transmiter
export VERILOG_FILES = /design/flow/design.v
export SDC_FILE = /design/flow/constraint.sdc
export NUM_CORES = 4
export LEC_CHECK = 1
export CORE_UTILIZATION = 50
==> flow/constraint.sdc <==
current_design transmiter

set clk_period 15.4
set clk_io_pct 0.2

create_clock -name clk0 -period $clk_period [get_ports {Clk}]

set non_clock_inputs [all_inputs -no_clocks]
set_input_delay [expr $clk_period * $clk_io_pct] -clock clk0 $non_clock_inputs
set_output_delay [expr $clk_period * $clk_io_pct] -clock clk0 [all_outputs]
==> report_table.html <==
<!-- implementation run metrics -->
<table>
<tr><th>Metric</th><th>Value</th></tr>
<tr><th colspan="2">Logic synthesis</th></tr>
<tr><td>Synth cell types</td><td>84</td></tr>
<tr><td>Most area-hungry cell type in the Yosys netlist</td><td>dfxtp_1</td></tr>
<tr><td>Synthesized area</td><td>~28000 um2</td></tr>
<tr><td>Flop and latch count out of synthesis</td><td>639</td></tr>
<tr><td>Area of the synthesized netlist per yosys stat</td><td>28300 um2</td></tr>
<tr><td>Share of synthesized registers carrying an async set or reset</td><td>0%</td></tr>
<tr><td>Top cells by instance count after synthesis</td><td>559 x nor2_1, 421 x nand2_1, 351 x dfxtp_1, 288 x dlxtn_1, 264 x a21oi_1</td></tr>
<tr><td>Count of flip-flops with a built-in enable after synthesis</td><td>0</td></tr>
<tr><td>Post-synthesis cell count from yosys</td><td>roughly 3600</td></tr>
<tr><td>Area share of the largest cell type after synthesis</td><td>between 20% and 30%</td></tr>
<tr><td>Leading cell type by number of instances after synthesis</td><td>nor2_1</td></tr>
<tr><td>Top post-synthesis cells by area</td><td>dfxtp_1 25%, dlxtn_1 15%, nor2_1 7.4%, nand2_1 5.6%, a21oi_1 4.7%</td></tr>
<tr><td>Yosys synthesis warning count</td><td>10</td></tr>
<tr><td>Dominant flop cell</td><td>dfxtp_1</td></tr>
<tr><td>Number of instances in the synthesized netlist</td><td>approximately 3600</td></tr>
<tr><td>Synth Area per Inst</td><td>approximately 8 um2</td></tr>
<tr><th colspan="2">Worst setup path</th></tr>
<tr><td>Critical path's most frequent cell</td><td>mux2i_1</td></tr>
<tr><td>CP arrival</td><td>6.61 ns</td></tr>
<tr><td>Cell breakdown of the critical path</td><td>ha_1 -&gt; and3_1 -&gt; nor3_1 -&gt; o21ai_0 -&gt; o211a_1 -&gt; ha_1 -&gt; xnor3_2 -&gt; nor2_1 -&gt; nand2_1 -&gt; o32ai_1 -&gt; a2111oi_0 -&gt; o2111ai_4 -&gt; buf_4 -&gt; mux2i_1 -&gt; mux2i_1 -&gt; mux2i_1 -&gt; mux4_2 -&gt; or3_1 -&gt; a31oi_1</td></tr>
<tr><td>Critical path endpoint category</td><td>register</td></tr>
<tr><td>Critical path start-end classification</td><td>register to register</td></tr>
<tr><td>Largest fanout of any net on the critical path</td><td>37</td></tr>
<tr><td>Maximum single-stage delay on the critical path</td><td>about 0.87 ns</td></tr>
<tr><td>Reg-to-reg startpoint</td><td>interleaved.interleaver.counter[0]</td></tr>
<tr><td>Startpoint type of the worst setup path</td><td>register</td></tr>
<tr><td>Slowest stage cell, crit path</td><td>xnor3_2</td></tr>
<tr><td>Kind of cell adding the most delay to the critical path</td><td>AND-OR/OR-AND gates</td></tr>
<tr><td>Data required time of the critical path</td><td>15.89 ns</td></tr>
<tr><td>Worst Path Buf+Inv</td><td>1</td></tr>
<tr><td>Critical path launch point</td><td>interleaved.interleaver.counter[0]</td></tr>
<tr><th colspan="2">Clock tree</th></tr>
<tr><td>Reg clk slew, reported paths</td><td>0.06 ns</td></tr>
<tr><td>Clock latency of the later-clocked register in the worst-skew pair</td><td>0.58 ns</td></tr>
<tr><td>Buffers inserted by post-CTS timing repair</td><td>0</td></tr>
<tr><td>TritonCTS buffer count</td><td>just over 40</td></tr>
<tr><td>Library cell used as clock root buffer</td><td>clkbuf_16</td></tr>
<tr><td>Cell resize tally after clock tree synthesis</td><td>0</td></tr>
<tr><td>Cts-stage hold buffer count</td><td>0</td></tr>
<tr><td>CTS tree</td><td>done</td></tr>
<tr><td>Count of H-tree levels built during CTS</td><td>2</td></tr>
<tr><td>Longest Clk Path Bufs</td><td>3</td></tr>
<tr><th colspan="2">Timing</th></tr>
<tr><td>Final worst clock skew</td><td>between 0.02 and 0.03 ns</td></tr>
<tr><td>Transition at the pin with the smallest max-transition slack</td><td>just over 1 ns</td></tr>
<tr><td>Fmax achieved</td><td>roughly 160 MHz</td></tr>
<tr><td>Number of unconstrained endpoints</td><td>288</td></tr>
<tr><td>Count of unclocked register or latch pins</td><td>288</td></tr>
<tr><td>Final setup violation count</td><td>0</td></tr>
<tr><td>Unrepaired setup endpoints after global routing</td><td>false</td></tr>
<tr><td>Relative slew slack</td><td>31.6%</td></tr>
<tr><td>Shortest clock period the worst path allows after layout</td><td>6.12 ns</td></tr>
<tr><td>Final Max Slew Viols</td><td>0</td></tr>
<tr><td>Setup TNS Final</td><td>0 ns</td></tr>
<tr><td>Final Hold Vio Count</td><td>0</td></tr>
<tr><td>Portion of the clock cycle consumed by the worst path in the final layout</td><td>39.7%</td></tr>
<tr><th colspan="2">Routing</th></tr>
<tr><td>Overall routed net length</td><td>~90000 um</td></tr>
<tr><td>Wirelength per Cell</td><td>21.5 um</td></tr>
<tr><td>Total iterations of the first detailed-routing run</td><td>7</td></tr>
<tr><td>First-iteration detailed-routing DRC count</td><td>between 2000 and 2500</td></tr>
<tr><td>Via count</td><td>25900</td></tr>
<tr><td>Antenna diode instance count</td><td>0</td></tr>
<tr><td>Final antenna-violating net count</td><td>0</td></tr>
<tr><td>Remaining DRCs</td><td>0</td></tr>
<tr><td>Number of vias per cell after detailed routing</td><td>6.17</td></tr>
<tr><th colspan="2">Finish</th></tr>
<tr><td>Proportion of layout cells with a drive suffix above 1</td><td>between 6 and 7%</td></tr>
<tr><td>P&amp;R area growth vs syn</td><td>6.80%</td></tr>
<tr><th colspan="2">Die</th></tr>
<tr><td>Die extent in x</td><td>240 um</td></tr>
<tr><td># IOs</td><td>5</td></tr>
<tr><td>Chip area</td><td>57500 um2</td></tr>
<tr><td>Die height</td><td>240 um</td></tr>
<tr><td>Core Box Area</td><td>approximately 56000 um2</td></tr>
<tr><td>Floorplan-stage core utilization</td><td>50.9%</td></tr>
<tr><td>Standard-cell row count</td><td>86</td></tr>
<tr><th colspan="2">Power and ir drop</th></tr>
<tr><td>Leakage dissipation</td><td>about 10 nW</td></tr>
<tr><td>Peak VDD IR</td><td>0.0776 mV</td></tr>
<tr><td>Power density over the cells</td><td>62.6 nW/um2</td></tr>
<tr><td>Final total power</td><td>1.89 mW</td></tr>
<tr><th colspan="2">Global routing</th></tr>
<tr><td>Pin count of the biggest net entering global routing</td><td>~80</td></tr>
<tr><td>Number of global-route vias before repair</td><td>about 24000</td></tr>
<tr><td>Total global-route track usage</td><td>32.7%</td></tr>
<tr><td>GRT Residual Overflow</td><td>0</td></tr>
<tr><td>Number of antenna violations at the first check in global routing</td><td>0</td></tr>
<tr><td>First-pass GRT wire length</td><td>141000 um</td></tr>
<tr><th colspan="2">Place</th></tr>
<tr><td>Post-DP HPWL</td><td>58200 um</td></tr>
<tr><td>Global placement routability congestion</td><td>0.958</td></tr>
<tr><td>PortBufs</td><td>4</td></tr>
<tr><th colspan="2">Flow run</th></tr>
<tr><td>Number of warning messages in the logs</td><td>45</td></tr>
<tr><td>Max-cap violations</td><td>0</td></tr>
<tr><th colspan="2">Hold path</th></tr>
<tr><td>Worst hold path type</td><td>register to register</td></tr>
<tr><td>Hold Startpoint</td><td>Scrambler.scrambler.seed[1]</td></tr>
<tr><th colspan="2">Outcome</th></tr>
<tr><td>Status</td><td>finished, final reports clean</td></tr>
</table>
## through the flow
step / util [%] / hold WS (ns) / std cells / cell area [um2] / worst slack, ns
detailed placement: 52.1 / 0.395 / 4135 / 28900 / 9.32
global placement: 52.1 / 0.390 / 4135 / 28900 / 9.43
finish: 54.4 / 0.414 / 4201 / 30200 / 9.28
global route: 54.4 / 0.427 / 4201 / 30200 / 8.82
floorplan: - / 0.386 / 3590 / 28300 / 10.22
CTS: 54.4 / 0.421 / 4201 / 30200 / 9.27
## per-layer routing
metal  up-vias  routed length, um  part of all wire (%)  track usage, %
met1     12300              39400                    44            49.4
met5         -                  0                     0               0
met2      1144              40400                    45            49.1
met3       165               7510                   8.3            6.33
li1      12300                  -                     -               -
met4         0               2930                   3.2            9.07
## layout make-up
type / count / area, um2
inverters: 42 / 158
repair buffers: 90 / 686
fillers: 5009 / 25300
flip-flops and latches: 639 / 11400
multi-input cells: 2616 / 15800
well taps: 748 / 936
clock buffers: 51 / 1080
clock inverters: 15 / 209
## cell usage in the layout (no fill, tap or decap), types with 21 or more instances in the layout
| cell | instances |
|---|---|
| a22oi_1 | 43 |
| a21oi_1 | 263 |
| and2_1 | 37 |
| buf_4 | 86 |
| a31oi_1 | 118 |
| xnor2_1 | 48 |
| a311oi_1 | 72 |
| nor3_1 | 44 |
| nor2b_1 | 115 |
| ha_1 | 56 |
| nand3_1 | 182 |
| nor2_1 | 558 |
| mux2i_1 | 130 |
| xor2_1 | 33 |
| clkbuf_16 | 41 |
| nand4_1 | 21 |
| nand2b_1 | 24 |
| mux2_2 | 30 |
| dfxtp_1 | 349 |
| inv_1 | 40 |
| dlxtn_1 | 288 |
| o21ai_0 | 69 |
| nand2_1 | 421 |
| a221oi_1 | 30 |
## state kept, by name (all words and copies together) (netlist names), 4 cells and up, named ones only
register	flops
interleaved.Data_lenght	9
Scrambler.Preamble_signal_length	7
convendcoder.conv.shift	6
interleaved.out_index	6
interleaved.interleaver.in_data	96
interleaved.Preamble_detection	4
interleaved.Signal_length	6
interleaved.counter	9
Scrambler.scrambler.seed	7
convendcoder.Signal_length	6
interleaved.interleaver.counter	8
Scrambler.FIFO	12
interleaved.interleaver.index_out	6
convendcoder.Preamble_detection	4
convendcoder.Data_lenght	9
convendcoder.conv.FIFO	100
interleaved.interleaver.indexes_i_j	288
convendcoder.conv.in_index	7
interleaved.interleaver.temp_k	7
interleaved.shiftreg	19
## path summary, 6_finish.rpt
| path | depth (start not counted) | slack (ns) | end |
|---|---|---|---|
| setup / recovery | 19 | 9.28 | interleaved.Out |
| hold / removal | 1 | 0.41 | Scrambler.scrambler.seed[2] |
| setup reg to reg | 19 | 9.28 | interleaved.Out |
| hold reg to reg | 1 | 0.41 | Scrambler.scrambler.seed[2] |
## logic make-up (layout without fill, tap and decap cells)
logic type / count (synthesis) / count (layout) / synth area share [%]
fa+ha+maj: 62 / 62 / 2.88
compound gates: 771 / 771 / 18.1
xor+xnor: 88 / 88 / 2.83
latches: 288 / 288 / 15.3
buf+inv: 335 / 198 / 4.66
simple gates: 1512 / 1512 / 24.1
flops: 351 / 351 / 24.8
mux: 183 / 183 / 7.27
## report_power, final
part	total [mW]	internal (mW)	switching, mW
clock network	0.948	0.552	0.396
registers	0.910	0.909	0.00132
logic	0.0331	0.00834	0.0247
total	1.89	1.47	0.422
Power figures rest on the tool's default switching activity, not on a simulated workload.
