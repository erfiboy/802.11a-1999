`/design/flow/design.v`:
```
`timescale 1ns / 1ps
module Descrambler(
    input wire Clk,
    input wire Reset,
    input wire Scrambled_Data,
    input wire En,
    output wire Descrambled_Data
    );
	 reg [2:0] counter_intial_seed;
	 reg [6:0] seed;
	 assign Descrambled_Data = (counter_intial_seed > 7'd6)?Scrambled_Data^seed[6]^seed[3]:1'b0;
	 always@(posedge Clk)begin
		if( ~En || Reset )begin
			seed <= 7'b0;
			counter_intial_seed <= 3'b0;
		end
		else if ( En )begin 
			if (counter_intial_seed < 3'd7)begin
				seed <= {seed[5:0],Scrambled_Data};
				counter_intial_seed <= counter_intial_seed+1;
			end 
			else 
				seed <= { seed[5:0] , seed[6]^seed[3] };
		end
	 end
endmodule
`timescale 1ns / 1ps
module Descrambler_control(
    input Clk,
    input Reset,
    input En,
	 input Data,
    output reg Out
    );
	 wire Descrambled_data;
	 reg start_Descramble ;
	 reg [5:0] Signal_length;
	 reg [3:0] Preamble_detection;
	 reg [6:0] Data_lenght;
	Descrambler descrambler (
		 .Clk(Clk), 
		 .Reset(Reset), 
		 .Scrambled_Data(Data), 
		 .En(start_Descramble), 
		 .Descrambled_Data(Descrambled_data)
		 ); 
	 always@ (posedge Clk)begin
		if (Reset || ~En)begin 
			start_Descramble <= 1'b0;
			Preamble_detection <= 4'b0;
			Signal_length <= 6'b0;
		   Data_lenght <= 7'b0;
			Out <= 1'b0;
		end
		else if (Preamble_detection < 4'd12 )begin
			if (Data)begin
				Preamble_detection <= Preamble_detection + 1'b1;
				Out <= 1'b0;
			end
			else
				Preamble_detection <= 4'b0;
		end
		else if (Signal_length < 5'd24) begin
			Signal_length <=  Signal_length + 1'b1;
			Out <= Data;
		end	
		else if(Data_lenght < 6'd48 ) begin
			Out <= Descrambled_data;
			start_Descramble <=1;
			Data_lenght <= Data_lenght + 1'b1;
		end
		else
			Out <= 1'b0;
	 end
endmodule
```
`/design/flow/run.sh`:
```
#!/bin/bash
# OpenROAD 26Q1-2900-gdf79404cd8, Yosys 0.63+post, stock flow scripts
make -C /OpenROAD-flow-scripts/flow DESIGN_CONFIG=/design/flow/config.mk WORK_HOME=/design/flow/orfs finish
```
`/design/flow/config.mk`:
```
export PLATFORM = sky130hd
export DESIGN_NAME = Descrambler_control
export DESIGN_NICKNAME = Descrambler_control
export VERILOG_FILES = /design/flow/design.v
export SDC_FILE = /design/flow/constraint.sdc
export NUM_CORES = 4
export LEC_CHECK = 1
export CORE_AREA = 10 10 88 88
export DIE_AREA = 0 0 98 98
```
`/design/flow/constraint.sdc`:
```
current_design Descrambler_control

set clk_period 3.1
set clk_io_pct 0.2

create_clock -name clk0 -period $clk_period [get_ports {Clk}]

set non_clock_inputs [all_inputs -no_clocks]
set_input_delay [expr $clk_period * $clk_io_pct] -clock clk0 $non_clock_inputs
set_output_delay [expr $clk_period * $clk_io_pct] -clock clk0 [all_outputs]
```
==> run_results.csv <==
group,metric,value,unit
yosys,yosys_register_bits,29,
floorplan,pin_count,5,
pwr,p_leak,0.476,nW
detailed_routing,drt_first_pass_iters,4,
detailed_routing,drt_iter0_markers,35,
detailed_routing,ant_nets,0,
yosys,ys_seq_share,50.5,%
floorplan,die_width,98,um
setup_path,timing.critical_path.buf_inv,1,
placed_design,pre_cts_ws,1130,ps
setup_path,critical_path_required,2480,ps
worst_hold_path,hold_class,"register to register",
global_route,grt-ovfl-total,0,
detailed_routing,vias_per_cell,3.99,
yosys,ys_warn_count,2,
final_layout,utilization,23.2,%
detailed_routing,vias,822,
yosys,topCellsByArea,"dfxtp_1 51%, ha_1 5.4%, a21oi_1 5.2%, xnor2_1 3.8%, nor2_1 3.6%",
sta,slew_headroom,51.0,%
sta,setup_violations,0,
sta,hold_viol,0,
yosys,largest_area_cell,"dfxtp_1",
placed_design,dp_cells,198,
final_layout,final_area,1370,um^2
global_route,grt_use_total,3.93,%
sta,worst_pin_slew,735,ps
global_route,antenna_found_initial,0,
setup_path,crit_end,"Out",
setup_path,reg2reg_depth,4,
clocking,htreeDepth,2,
placed_design,routabilityCongestion,0.770,
clocking,cts_root_buffer,"clkbuf_8",
detailed_routing,routedWlPerCell,9.00,um
clocking,postCtsHoldBufs,0,
run_status,run_status,"finished, final reports clean",
setup_path,worstReg2RegEnd,"Out$_SDFFE_PP0P_",
global_route,grt_pass1_wl,3.28,mm
clocking,cts.sinks,29,
yosys,ys_cells,122,
floorplan,core,5920,um^2
clocking,clkTransAtPathRegs,60,ps
placed_design,io_buffers,4,
yosys,syn-cell-area,1150,um^2
floorplan,die_y,98,um
yosys,syn_area_per_cell,9.41,um^2
detailed_routing,drc,0,
job,warning_count,26,
setup_path,endpoint_kind,"output port",
sta,rsz0062_at_grt,"no",
final_layout,logic_area,527,um^2
floorplan,fp_util,19.4,%
setup_path,slowest_stage,"clkdlybuf4s50_1",
sta,period_needed,1720,ps
yosys,synthDistinctLibCells,26,
global_route,grt_pass1_vias,774,
setup_path,r2r-start,"Preamble_detection[2]$_SDFFE_PP0N_",
clocking,clk_path_buf_depth,2,
final_layout,fillers,619,
final_layout,flop_area,581,um^2
setup_path,crit_family,"buffers and inverters",
setup_path,setup.worst_path.start,"Out$_SDFFE_PP0P_",
yosys,syn_inst,122,
detailed_routing,antenna_cells,0,
job,cap_violations,0,
sta,fin_crit_sh,55.5,%
clocking,cts_buffers,5,
setup_path,ff2ff_setup_slack,1600,ps
pwr,vdd_ir_drop_max,0.427,mV
setup_path,cp_cell_sequence,"clkdlybuf4s50_1",
clocking,cts_tree,"yes",
final_layout,drive_above_1_share,9.16,%
setup_path,max_stage_delay,480,ps
final_layout,area_delta_synth_final,19.5,%
global_route,grt_start_max_net_pins,20,
yosys,top_cell_area_share,50.5,%
floorplan,std_cell_rows,28,
sta,worst_slack,1380,ps
sta,fmax,0.581,GHz
sta,tns,0,ps
pwr,p_total,0.726,mW
clocking,cts_setup_buffers,0,
placed_design,dp_hpwl,1.22,mm
pwr,power_density,529,nW/um^2
yosys,yosys-stat-area,1150,um^2
setup_path,start_kind,"register",
clocking,postCtsResizedCells,0,
floorplan,chip_area,9600,um^2
setup_path,crit_fanout,2,
sta,slew_violations,0,
placed_design,dpl_cell_area,1270,um^2
clocking,insertion_delay,280,ps
setup_path,path_depth,1,
detailed_routing,routed_wl,1.85,mm
sta,finClkSkew,3.04,ps
sta,fin_hold_ws,425,ps
setup_path,cp.arrival,1100,ps
final_layout,fin_cells,206,
setup_path,criticalPathCategory,"register to output port",
-- worst min-delay path by stage --
stage	start	end	slack, ps	cells past startpoint
after global routing	Data_lenght[6]$_SDFFE_PP0P_	Data_lenght[6]$_SDFFE_PP0P_	440	2
final	Data_lenght[6]$_SDFFE_PP0P_	Data_lenght[6]$_SDFFE_PP0P_	430	2
after CTS	Data_lenght[6]$_SDFFE_PP0P_	Data_lenght[6]$_SDFFE_PP0P_	430	2
-- area by class of cell --
class / instances / share of cell area, %
timing repair buffer: 4 / 2.92
clock buffer: 7 / 7.02
clock inverter: 1 / 0.365
tap: 75 / 6.84
multi-input combinational: 82 / 38.4
sequential: 29 / 42.3
inverter: 8 / 2.19
-- cells in the mapped netlist, drive strengths merged --
library cell  number
or3                3
nand2b             2
nand3              9
ha                 5
nand2              5
nor2b              1
nand4              2
and3               1
and3b              1
nor2              11
nor3               2
inv                8
mux2i              2
xnor2              5
nand3b             3
o21ai              6
a21o               1
buf                1
a21oi             12
and2               6
clkbuf             2
dfxtp             29
or4                1
xor2               2
a31oi              2
-- cells by family after synthesis --
group / share of synthesized area, %
xor gates and xnor gates: 5.34
AOI/OAI and AO/OA: 10.2
buffers and inverters: 3.59
DFF: 50.5
and+or+nand+nor: 23.1
adders and majority gates: 5.45
muxes: 1.74
-- cell usage in the layout (no fill, tap or decap), drive strengths merged --
master         Yosys  layout
dfxtp             29      29
a21oi             12      12
nor2              11      11
nand3              9       9
inv                8       8
clkbuf             2       7
o21ai              6       6
and2               6       6
nand2              5       5
xnor2              5       5
ha                 5       5
clkdlybuf4s50      0       4
nand3b             3       3
or3                3       3
nand2b             2       2
xor2               2       2
mux2i              2       2
nor3               2       2
a31oi              2       2
nand4              2       2
a21o               1       1
and3b              1       1
or4                1       1
and3               1       1
nor2b              1       1
clkinv             0       1
-- state kept, by name, summed over array words and instances (netlist names) --
register                         cells
descrambler.counter_intial_seed      3
Preamble_detection                   4
start_Descramble                     1
descrambler.seed                     7
Signal_length                        6
Data_lenght                          7
Out                                  1
-- metal layers --
layer | up-vias | GRT usage (%) | share of wire, %
met2 | 18 | 5.84 | 42
met3 | 2 | 1.92 | 6.6
met1 | 371 | 5.16 | 51
met5 | - | 0 | 0
li1 | 431 | - | -
met4 | 0 | 0.559 | 0.22
-- where the power goes --
group / total, mW / switching (mW) / internal [mW]
registers: 0.374 / 0.000586 / 0.373
clock network: 0.339 / 0.139 / 0.200
logic: 0.0127 / 0.00672 / 0.00598
total: 0.726 / 0.146 / 0.580
Power is estimated from default activity; no workload was simulated.
