==> flow/design.v <==
`timescale 1ns / 1ps
module control_deinterleaver(
    input Clk,
    input Reset,
    input En,
	 input Data,
    output reg Out
    );
	 wire deinterleaved_data ;
	 reg start_Denterleaver ;
	 reg [5:0] Signal_length;
	 reg [3:0] Preamble_detection;
	 reg [8:0] Data_lenght;
	 reg [8:0] counter;
	 wire enable;
	 reg [35:0] shiftreg; 
	 wire [11:0] size;
	 assign size = 96;
	 reg [5:0] out_index;
	 deinterleaver deinterleaver (
    .Clk(Clk), 
    .Data(Data), 
    .Reset(Reset), 
    .EN(start_Denterleaver), 
    .Size(Size), 
    .Out(deinterleaved_data)
    );
	 always@ (posedge Clk)begin
		if (Reset || ~En)begin 
			start_Denterleaver <= 1'b0;
			Preamble_detection <= 4'b0;
			Signal_length <= 6'b0;
		   Data_lenght <= 9'b0;
			counter <= 9'b0;
			shiftreg <= 36'b0;
			Out <= 1'b0;
			out_index <= 6'b0;
		end
		else if (Preamble_detection < 4'd12 )begin
			if (Data)begin
				Preamble_detection <= Preamble_detection + 1'b1;
				Out <= 1'b0;
				shiftreg[Preamble_detection] <= 1'b1;
			end
			else begin
				Preamble_detection <= 4'b0;
				Out <= 1'b0;
				shiftreg[Preamble_detection] <= 1'b0;
				end
		end
		else if (Signal_length < 5'd24) begin
			Signal_length <=  Signal_length + 1'b1;
			shiftreg[Preamble_detection + Signal_length] <= Data;
			end
		else if (Data_lenght < 9'd96 && counter < 48)begin
			counter <= counter + 1'b1;
			start_Denterleaver <=1;
			if (counter > 12)begin
				Out <= shiftreg[out_index];
				out_index <= out_index + 1'b1;
			end
		end
		else if(Data_lenght < 9'd96 && counter < 192 ) begin
			Out <= deinterleaved_data ;
			start_Denterleaver <=1;
			Data_lenght <= Data_lenght + 1'b1;
		end
		else
			Out <= 1'b0;
	 end
	 assign enable = (Signal_length == 24)? 1'b1: 1'b0;
endmodule
`timescale 1ns / 1ps
module deinterleaver(
	 input wire Clk,
	 input wire Data,
	 input wire Reset,
	 input wire EN,
	 input wire [11:0] Size,
	 output wire Out
	 );
	 parameter Ncbps = 48;
	 parameter Nbpsc = 1;
	 parameter x = 16/Ncbps;
	 reg [96:1] in_data;
	 wire [2:0] sym_size;
	 wire [8:0] index;
	 reg [7:0] counter;
	 reg [6:0] indexes_i_j [47:0];
	 reg [6:0] k;
	 reg [6:0] index_out;
	 wire [1:0] s;
	 reg [6:0]temp_k;
	 reg [6:0]temp_x;
	 reg [6:0]temp_i;
	 integer j;
	 assign s = (Nbpsc/2 > 1)?Nbpsc/2:1;     
	 assign sym_size = (counter < 95)? 2'd0:
							 (counter < 143)? 2'd1:
							 (counter < 191)? 2'd2:2'd3;
	 always@ (posedge Clk) begin
		if (~EN || Reset)begin
			in_data <= 96'b0;
			counter <= 8'b0;
			index_out <= 7'b0;
			temp_k <= 7'b0;
		end
		else if(counter < 192) begin
			in_data[counter+1] <= Data;
			if(counter >= 47)
				index_out <= index_out + 1'b1;
			else
				temp_k <= temp_k + 1'b1; 
			counter <= counter + 1'b1;
		end	
		else
			counter <= 8'd200;
	 end  
	 assign index = (counter < 160)? indexes_i_j[index_out-48*sym_size] + 48*sym_size +1 : 1'b0; 
	 assign Out = (counter < 40) ? 1'b0:
					  (counter < 143)? in_data[index] : 1'b0;
	 always@(temp_k,s) begin
		if (~EN || Reset)begin
			for (j=0;j<48;j=j+1) begin
				indexes_i_j[j] = 7'b0;
			end 
			temp_i = 16*temp_k - (Ncbps-1)*((temp_k*86)/256);  
			indexes_i_j[temp_k] = temp_i;
		end
		else begin
			temp_i = 16*temp_k - (Ncbps-1)*((temp_k*86)/256);  
			indexes_i_j[temp_k] = temp_i;
		end
	end 
endmodule
==> flow/run.sh <==
#!/bin/bash
# OpenROAD 26Q1-2900-gdf79404cd8, Yosys 0.63+post, stock flow scripts
make -C /OpenROAD-flow-scripts/flow DESIGN_CONFIG=/design/flow/config.mk WORK_HOME=/design/flow/orfs finish
==> flow/config.mk <==
export PLATFORM = sky130hd
export DESIGN_NAME = control_deinterleaver
export DESIGN_NICKNAME = control_deinterleaver
export VERILOG_FILES = /design/flow/design.v
export SDC_FILE = /design/flow/constraint.sdc
export NUM_CORES = 4
export LEC_CHECK = 1
export CORE_UTILIZATION = 50
==> flow/constraint.sdc <==
current_design control_deinterleaver

set clk_period 20.7
set clk_io_pct 0.2

create_clock -name clk0 -period $clk_period [get_ports {Clk}]

set non_clock_inputs [all_inputs -no_clocks]
set_input_delay [expr $clk_period * $clk_io_pct] -clock clk0 $non_clock_inputs
set_output_delay [expr $clk_period * $clk_io_pct] -clock clk0 [all_outputs]
==> run summary <==
This memo summarizes the results of the implementation run.

Detailed routing
The DRC violation total left in the routed layout is recorded as 0. The detailed router's first-iteration violation count is 2,020. The number of search-and-repair iterations in the first detailed-routing pass is 7. The wire length per cell after detailed routing is 22.45 um.

In the post-route report, total wirelength is listed as 69.92 mm. The script logs the ratio of routed vias to standard cells as 6.208. The total number of vias is 19,330. The number of antenna-violating nets in the routed design is 0.

Yosys
Synthesis handed over a netlist of 2,639 instances. The synthesis report lists the most area-consuming cells as sky130_fd_sc_hd__dlxtn_1 23%, sky130_fd_sc_hd__dfxtp_1 17%, sky130_fd_sc_hd__nor2_1 7.3%, sky130_fd_sc_hd__mux2i_1 6.4%, sky130_fd_sc_hd__ha_1 4.4%. The synthesis area per yosys is 0.02213 mm2. In the synthesized netlist the dominant register cell turns out to be sky130_fd_sc_hd__dlxtn_1.

The cell type with the largest total area is sky130_fd_sc_hd__dlxtn_1. The async set-reset flop share out of synthesis is 0%.

The synth_stat.txt file lists the number of cells as 2,639. The number of different library cells in the post-synthesis netlist is 104. The count of synthesis-stage warnings from yosys is 5. The mapped cell area is 0.02213 mm2. Per the synth log, the flip-flop and latch total comes to 525. In this run, synthesis inferred 0 flip-flops with an integrated enable.

A synthesized cell averages 8.387 um2. The share of the synthesized area in the top cell type is 22.77%.

CTS
The root buffer cell is sky130_fd_sc_hd__clkbuf_16. In this run, CTS created clock tree buffers numbering 17. The clock-pin slew reported for the worst setup and hold paths after clock tree synthesis is 70 ps. The number of setup buffers added after CTS is 0. The post-cts repair resize count is 0.

The clock latency on the worst-skew pair is 450 ps. The clock tree synthesis step divided the H-tree into 4 levels. Looking at the clock tree report, the maximum root-to-sink buffer count equals 2. TritonCTS built the clock tree. The report puts the hold buffer count at CTS at 0.

Timing
The slew check shows that the tightest pin keeps a relative margin of 36.00%. Subtracting the final worst setup slack from the clock period gives 7074 ps. Clock skew on the completed layout was measured at 12.95 ps. The transition time recorded at the tightest slew-check pin is 952.7 ps. OpenROAD reports that the post-layout worst path occupies 34.18% of the period. The number of setup violations in the final report is 0. The count of endpoints without a timing constraint is 336.

The final-report max-slew violation count is 0. The highest clock frequency the design can meet is 141.4 MHz. The number of failing hold endpoints at the final stage is 0. The timer found 336 register pins that no clock reaches; their paths are not timed.

Setup repair after global routing left no endpoint under its margin. Across all setup checks in the final design, the least slack found is 13,630 ps. Setup total negative slack on the finished layout was measured at 0 ps.

Die
After floorplanning, the die was sized to cover 0.04511 mm2. Per the OpenROAD floorplan log, the area of the core is 0.04336 mm2. The floorplan has 76 rows. The initial standard-cell utilization of the core is 51.04%. The number of primary I/O pins is 5. The vertical die dimension is 212.4 um. The x dimension of the die is 212.4 um.

Layout
The share of final-layout standard cells stronger than drive strength 1 is 6.566%. Per the run report, area growth between synthesis and finish was 4.793%. The tally of filler cells in the layout is 4,009. The number of non-filler instances in the completed layout is 3,114.

Job
The max-capacitance violation count is 0. In this run the tools logged warnings totalling 41.

Place
Once placement completed, the tool counted placed cells totaling 3,081. The count of buffers added on input and output ports is 4. The worst slack at placement is 13,800 ps. The post-DP HPWL is 46.89 mm. RePlAce ended its routability-driven mode at a weighted congestion of 0.9751.

Power and ir drop
The analysis attributes to cell leakage a power of 0.008970 uW. The power consumption is 704.8 uW. Switching power as a fraction of the total was reported as 23.72%. The share of total power in combinational logic is 2.0%. The share of total power dissipated in the clock network is 46.3%.

In this run the VDD rail shows a maximum IR drop of 0.04920 mV. Internal power comes to 537.6 uW. The proportion of power drawn by flip-flops and latches is 51.6%.

The switching power is 167.2 uW. The power density over cell area is 30.39 mW/mm2.

Worst setup path
The critical path class is flop to flop. The worst reg2reg path depth is 25. STA puts the critical path data arrival time at 7380 ps. STA classifies the critical path startpoint as a flop. The critical-path maximum fanout is 48. The worst setup path is captured at a flop. The required time at the worst endpoint is listed as 21,010 ps.

Global route
The total grt overflow is 0. The first global-routing pass estimated 108.8 mm of wire. The number of global-route vias before repair is 18,150. The global-route usage over all layers is 32.82%. The number of antenna violations at the first check in global routing is 0. The pin count of the biggest net entering global routing is 76.

Hold path
The hold path depth is 2. The type recorded for the worst min-delay path is flop to flop.

Status
The flow ran to the end, and the final reports show no timing, DRC or antenna violations.
## synthesized netlist by cell type, types with 5 or more instances
cell,count
sky130_fd_sc_hd__a211oi_1,92
sky130_fd_sc_hd__a21o_1,7
sky130_fd_sc_hd__a21oi_1,166
sky130_fd_sc_hd__a221oi_1,23
sky130_fd_sc_hd__a222oi_1,15
sky130_fd_sc_hd__a22o_1,19
sky130_fd_sc_hd__a22oi_1,47
sky130_fd_sc_hd__a31oi_1,112
sky130_fd_sc_hd__a32oi_1,15
sky130_fd_sc_hd__and2_1,23
sky130_fd_sc_hd__and3_1,22
sky130_fd_sc_hd__buf_1,28
sky130_fd_sc_hd__buf_2,26
sky130_fd_sc_hd__buf_4,5
sky130_fd_sc_hd__buf_6,7
sky130_fd_sc_hd__clkbuf_1,143
sky130_fd_sc_hd__dfxtp_1,189
sky130_fd_sc_hd__dlxtn_1,336
sky130_fd_sc_hd__fa_1,15
sky130_fd_sc_hd__ha_1,77
sky130_fd_sc_hd__inv_1,66
sky130_fd_sc_hd__mux2_2,13
sky130_fd_sc_hd__mux2i_1,142
sky130_fd_sc_hd__mux4_2,12
sky130_fd_sc_hd__nand2_1,113
sky130_fd_sc_hd__nand2b_1,15
sky130_fd_sc_hd__nand3_1,65
sky130_fd_sc_hd__nand3b_1,5
sky130_fd_sc_hd__nand4_1,18
sky130_fd_sc_hd__nor2_1,432
sky130_fd_sc_hd__nor2b_1,73
sky130_fd_sc_hd__nor3_1,35
sky130_fd_sc_hd__nor4_1,13
sky130_fd_sc_hd__o211ai_1,5
sky130_fd_sc_hd__o21a_1,6
sky130_fd_sc_hd__o21ai_0,45
sky130_fd_sc_hd__o21ai_1,6
sky130_fd_sc_hd__o221ai_1,5
sky130_fd_sc_hd__o22ai_1,10
sky130_fd_sc_hd__o2bb2ai_1,5
sky130_fd_sc_hd__o31ai_1,9
sky130_fd_sc_hd__or3_1,5
sky130_fd_sc_hd__xnor2_1,44
sky130_fd_sc_hd__xor2_1,34
## power groups by stage
stage / sequential [uW] / combinational (uW) / clock [uW]
after global routing: 364 / 15.6 / 349
after CTS: 364 / 14.1 / 332
final: 364 / 14.3 / 327
## kinds of logic (layout without fill, tap and decap cells)
| group | count (synthesis) | after routing | synth area share (%) |
|---|---|---|---|
| AOI/OAI and AO/OA | 639 | 639 | 19.58 |
| xor gates and xnor gates | 81 | 81 | 3.375 |
| adders and majority gates | 92 | 92 | 5.709 |
| buffers and inverters | 279 | 168 | 5.206 |
| DFF | 189 | 189 | 17.09 |
| latches | 336 | 336 | 22.77 |
| muxes | 168 | 168 | 8.355 |
| other | 0 | 1 | 0 |
| and+or+nand+nor | 855 | 855 | 17.89 |
## path summary, 6_finish.rpt
| path | to | slack (ps) | start |
|---|---|---|---|
| max | Out | 13630 | deinterleaver.counter[0] |
| min | shiftreg[34] | 460 | shiftreg[34] |
| max reg2reg | Out | 13630 | deinterleaver.counter[0] |
| min reg2reg | shiftreg[34] | 460 | shiftreg[34] |
## worst max-delay path, stage by stage (launching register included)
cell,delay [ps]
sky130_fd_sc_hd__dfxtp_1,420
sky130_fd_sc_hd__ha_1,270
sky130_fd_sc_hd__and3_1,220
sky130_fd_sc_hd__nor3_1,290
sky130_fd_sc_hd__nand2_1,140
sky130_fd_sc_hd__o211a_1,180
sky130_fd_sc_hd__ha_1,370
sky130_fd_sc_hd__xnor3_1,660
sky130_fd_sc_hd__nor2_1,460
sky130_fd_sc_hd__a22oi_1,180
sky130_fd_sc_hd__o2111a_2,310
sky130_fd_sc_hd__nand2_2,160
sky130_fd_sc_hd__a21o_2,200
sky130_fd_sc_hd__clkinv_2,100
sky130_fd_sc_hd__nor2_4,70
sky130_fd_sc_hd__buf_4,400
sky130_fd_sc_hd__inv_1,90
sky130_fd_sc_hd__ha_2,320
sky130_fd_sc_hd__buf_4,610
sky130_fd_sc_hd__mux2i_1,260
sky130_fd_sc_hd__mux2i_1,90
sky130_fd_sc_hd__mux2i_1,230
sky130_fd_sc_hd__mux2i_1,120
sky130_fd_sc_hd__mux2i_1,270
sky130_fd_sc_hd__a2bb2oi_1,310
sky130_fd_sc_hd__a21oi_1,140
## metal layers
metal | wire [um] | global-route usage (%)
met2 | 29090 | 45.37
met5 | 45 | 0.7786
met3 | 7680 | 11.18
met1 | 31450 | 51.07
met4 | 1656 | 6.773
## placed cells by master (no fill, tap or decap), types with 30 or more instances in the layout
cell | netlist | final
sky130_fd_sc_hd__nor2_1 | 432 | 432
sky130_fd_sc_hd__dlxtn_1 | 336 | 336
sky130_fd_sc_hd__dfxtp_1 | 189 | 187
sky130_fd_sc_hd__a21oi_1 | 166 | 166
sky130_fd_sc_hd__mux2i_1 | 142 | 142
sky130_fd_sc_hd__nand2_1 | 113 | 113
sky130_fd_sc_hd__a31oi_1 | 112 | 112
sky130_fd_sc_hd__a211oi_1 | 92 | 92
sky130_fd_sc_hd__ha_1 | 77 | 74
sky130_fd_sc_hd__nor2b_1 | 73 | 72
sky130_fd_sc_hd__inv_1 | 66 | 66
sky130_fd_sc_hd__nand3_1 | 65 | 65
sky130_fd_sc_hd__buf_4 | 5 | 62
sky130_fd_sc_hd__a22oi_1 | 47 | 47
sky130_fd_sc_hd__o21ai_0 | 45 | 45
sky130_fd_sc_hd__xnor2_1 | 44 | 44
sky130_fd_sc_hd__nor3_1 | 35 | 35
sky130_fd_sc_hd__xor2_1 | 34 | 30
## state kept, by name, indices dropped and copies added (netlist names), named ones only
register	flops
Data_lenght	9
Out	1
Preamble_detection	4
Signal_length	6
counter	9
deinterleaver.counter	8
deinterleaver.in_data	96
deinterleaver.index_out	6
deinterleaver.indexes_i_j	336
deinterleaver.temp_k	7
out_index	6
shiftreg	19
start_Denterleaver	1
## stage by stage
step	area (um2)	hold WS [ps]	utilization (%)
after floorplan	22130	424.5	-
after global placement	22610	438.3	52.15
after detailed placement	22610	446.9	52.15
after CTS	23190	460.0	53.49
after global routing	23190	485.7	53.49
final	23190	459.7	53.49
## layout make-up
cell class              count  area (um2)  share of cell area, %
diodes                      1       2.502                0.01079
clock buffers              17       425.4                  1.834
clock inverters            15       153.9                 0.6635
inverters                  70       264.0                  1.138
multi-input cells        1835       12290                  52.97
flip-flops and latches    525        8831                  38.07
well taps                 585       732.0                  3.156
repair buffers             66       500.5                  2.158
No activity file was given, so power comes from the tool's default toggle rates.
